### flow/design.v
`timescale 1ns / 1ps
`timescale 1ns / 1ps
module CMP_FPU(a, b, p);
    parameter NEXP = 8;  
    parameter NSIG = 23; 
    input [NEXP + NSIG : 0] a, b;
    output reg [NEXP + NSIG : 0] p;
    reg [NEXP + NSIG : 0] diff_exp, diff_mant; 
    always @(*) begin
        if (a[NEXP+NSIG] != b[NEXP+NSIG]) begin  
            p = (a[NEXP+NSIG]) ? b : a; 
        end 
        else begin
            diff_exp = {1'b0, a[NEXP+NSIG-1:NSIG]} - {1'b0, b[NEXP+NSIG-1:NSIG]};
            if (diff_exp[NEXP]) begin  
                p = b;
            end 
            else if (diff_exp == 0) begin  
                diff_mant = {1'b0, a[NSIG-1:0]} - {1'b0, b[NSIG-1:0]};
                if (diff_mant[NSIG]) begin   
                    p = b;
                end 
                else begin
                    p = a;   
                end
            end 
            else begin
                p = a;  
            end
        end
    end
endmodule
### flow/run.sh
#!/bin/bash
# OpenROAD 26Q1-2900-gdf79404cd8, Yosys 0.63+post, stock flow scripts
make -C /OpenROAD-flow-scripts/flow DESIGN_CONFIG=/design/flow/config.mk WORK_HOME=/design/flow/orfs finish
### flow/config.mk
export PLATFORM = sky130hd
export DESIGN_NAME = CMP_FPU
export DESIGN_NICKNAME = CMP_FPU
export VERILOG_FILES = /design/flow/design.v
export SDC_FILE = /design/flow/constraint.sdc
export NUM_CORES = 4
export LEC_CHECK = 1
export CORE_UTILIZATION = 30
### flow/constraint.sdc
current_design CMP_FPU

set clk_period 8.7
set clk_io_pct 0.2

create_clock -name clk0 -period $clk_period

set non_clock_inputs [all_inputs -no_clocks]
set_input_delay [expr $clk_period * $clk_io_pct] -clock clk0 $non_clock_inputs
set_output_delay [expr $clk_period * $clk_io_pct] -clock clk0 [all_outputs]
==> Changelog: implementation <==
### Changed

- Worst setup margin: 1587 ps
- Setup CP Type: input pin to primary output
- 1st-pass router iterations: 4
- Max-Cap Viols: 0
- Post-route ant nets: 0
- Fmax: ~0.14 GHz
- Total power: 0.1501 mW
- Registers: 0
- Post-synth seq share: 0%
- XOR Share, Synth: under 10%
- Worst Setup Start Kind: input pin
- Synth-to-Final Area Change: 72.77%
- Worst-Margin Slew: 844.4 ps
- Tmin final: 7113 ps
- Worst vdd ir: 0.00002587 V
- Top-area cell share: 32.79%
- Fin. max-slew vios: 0
- Die width: between 60 and 70 um
- Largest net degree at the start of global routing: 19
- Logic cell area: 0.001220 mm2
- Cts repair resizes: 0
- Worst slack, placed: 1551 ps
- Layout cells sized above 1: 13.89%
- # setup viols final: 0
- DRC viols: 0
- Total setup buffers inserted after CTS: 0
- Chip area: ~0.0049 mm2
- Fill cell count: 392
- Vias/cell: 4.576
- Outcome: finished clean
- PD cells: approximately 63 mW/mm2
- CTS Hold Bufs: 0
- Top cells, area: mux2_4, ha_1, inv_1
- DR vias: 1,391
- Multiplexer share of the synthesized area: between 30% and 40%
- Finished Layout Cells: 304
- Most frequent logic cell in the layout: clkdlybuf4s50_1
- Crit-path cells: clkdlybuf4s50_1 -> inv_1 -> ha_1 -> nand4_1 -> nor4_1 -> a221o_2 -> nor4_4 -> a31oi_4 -> buf_4 -> mux2_2 -> clkdlybuf4s50_1
- Mean Syn Cell Area: 8.695 um2
- Final core occ: 54.14%
- Synth Area in Adders: between 20 and 30%
- CP max stage cell: a31oi_4
- Final hold violations: 0
- ANT cells: 0
- DR iter-0 viols: 28
- Yosys warning count: 1
- Most used cell, CP: clkdlybuf4s50_1
- GR Overflow Total: 0
- Max transition margin: 43.71%
- Via count of the first global-routing pass: around 1,300
- CP peak stage delay: 720 ps
- CP max FO: 18
- Core ar.: 0.004384 mm2
- CP arrival: 5370 ps
- Cells after DPL: 304
- Aoi share: 12.84%
- LEAKAGE: approximately 1.1 nW
- Io pins: 96
- Hold path startpoint: b[31]
- Post-DP HPWL: 2806 um
- WHS Path Cells: 3
- Worst path required time: 6960 ps
- Count of tool warnings: 32
- Worst setup EP type: primary output
- Crit path from: b[21]
- Global-route wire length before repair: 5361 um
- Yosys cell count: between 150 and 200
- Synth Instances: approximately 160
- Largest area contributor in the netlist: mux2_4
- Routed WL per cell: 10.13 um
- FF+latch area: 0 um2
- Core Rows: 24
- Antenna violations before repair: 0
- Post-layout period usage of the worst path: ~80%
- Setup TNS: 0 ps
- Commonest non-fill, non-tap cells in the layout: clkdlybuf4s50_1, inv_1, ha_1
- Final wirelength: 3079 um
- GP Congestion: 0.7628
- Hold crit path type: input pin to primary output
- I/O Buffers: roughly 96
- Hold Path Sink: p[31]
- FP Core Util: 31.34%
- # clk buffers: 0
- Total GRT Usage: 12.75%
- Chip Height: 69.67 um
- Yosys chip area: 0.001374 mm2
- Main logic family after synthesis: multiplexers
- RSZ-0062 raised after global routing: false
- Yosys simple share: 11.57%
- Unique cell types: 27
- Syn Std Cell Area: around 0.0014 mm2
## power breakdown
group | switching (mW) | internal, mW | leakage [nW]
clock | 0 | 0 | 0
combinational | 0.0467 | 0.103 | 1.15
sequential | 0 | 0 | 0
total | 0.0467 | 0.103 | 1.15
## synthesized netlist by cell type, drive strengths merged
cell     count
o21ai        6
a221o        1
a21oi       12
nor3         1
nor4         2
a2111oi      1
xor2         3
mux2        31
xnor2        1
o31ai        1
a31oi        2
a22o         1
nand3        4
ha          31
nand4        4
a21o         1
nand2        9
nand2b       2
nor2b        1
buf          3
nor2         6
a211oi       2
inv         32
or2          1
## cell families after synthesis
group | count (synthesis)
multiplexers | 31
AND/OR/NAND/NOR | 30
adder cells (fa/ha/maj) | 31
AND-OR/OR-AND | 27
XOR/XNOR | 4
buffers and inverters | 35
## metal layers
layer / up-vias / global-route usage, % / wire, um / share of wire (%)
li1: 747 / - / - / -
met3: 0 / 1.475 / 237 / 7.7
met4: 0 / 0 / 0 / 0
met1: 590 / 17.93 / 1447 / 47
met2: 54 / 22.44 / 1393 / 45
met5: - / 0 / 0 / 0
## metrics by stage
step                hold WS [ps]  cell area (um2)
finish                      4473             2374
global route                4507             2374
CTS                         4479             2374
detailed placement          4473             2374
global placement            4461             2374
floorplan                   3567             1374
## critical path, delay by kind of cell
kind | cells | cell delay, ps
simple gates | 3 | 640
buf+inv | 4 | 1320
compound gates | 2 | 990
fa+ha+maj | 1 | 310
mux | 1 | 370
## cell type report
class              count  area share (%)
multi-input cells    123           51.40
well taps             52           2.741
inverters             32           5.061
repair buffers        97           40.80
## worst max path at each step
stage | end | slack, ps | cells after the start
CTS | p[0] | 1530 | 11
global route | p[0] | 1360 | 11
finish | p[0] | 1590 | 11
No activity file was given, so power comes from the tool's default toggle rates.
